[run.sh]
#!/bin/bash
# OpenROAD 26Q1-2900-gdf79404cd8, Yosys 0.63+post, stock flow scripts
make -C /OpenROAD-flow-scripts/flow DESIGN_CONFIG=/design/flow/config.mk WORK_HOME=/design/flow/orfs finish
[design.v]
package datatype_package;
typedef enum logic [2:0] {
    EMPTY_MSG,
    WELCOME_MSG,
    READY_MSG,
    WIN_MSG,
    STOPWATCH_MSG
} msg_t;
typedef enum logic [2:0] {
    IDLE_S,
    WELCOME_S,
    READY_S,
    RUN_S,
    SHOOT_S,
    WIN_S,
    SCORE_S
} game_state_t;
typedef enum logic [6:0] {
    SEG_OFF     = 7'b1111111,
    SEG_0       = 7'b1000000,
    SEG_1       = 7'b1111001,
    SEG_2       = 7'b0100100,
    SEG_3       = 7'b0110000,
    SEG_4       = 7'b0011001,
    SEG_5       = 7'b0010010,
    SEG_6       = 7'b0000010,
    SEG_7       = 7'b1111000,
    SEG_8       = 7'b0000000,
    SEG_9       = 7'b0010000,
    SEG_G       = 7'b1000010,
    SEG_U       = 7'b1000001,
    SEG_P       = 7'b0001100,
    SEG_E       = 7'b0000110,
    SEG_R       = 7'b0101111,
    SEG_A       = 7'b0001000,
    SEG_T       = 7'b0000111,
    SEG_DASH    = 7'b0111111
} seg_symbol_t;
endpackage:datatype_package
module led_strip #(
    parameter LED_NUM   = 10,
    parameter CNT_LIM   = 100                        
) (
    input   logic[$clog2(CNT_LIM):0]    cnt_i,       
    input   logic[LED_NUM-1:0]          sw_i,        
    output  logic[LED_NUM-1:0]          led_o        
);
localparam CNT_DELTA        = CNT_LIM / LED_NUM;     
always_comb begin
    led_o = '0;
    led_o[0] =
        sw_i[0]
            && (cnt_i >= 0)
            && (cnt_i < CNT_DELTA);
    for(int i = 1; i < LED_NUM; i++) begin
        led_o[LED_NUM - i] =
            sw_i[LED_NUM - i]
                && (cnt_i >= (i *  CNT_DELTA))
                && (cnt_i < ((i + 1) * CNT_DELTA));
    end
end
endmodule: led_strip
[config.mk]
export PLATFORM = sky130hd
export DESIGN_NAME = led_strip
export DESIGN_NICKNAME = led_strip
export VERILOG_FILES = /design/flow/design.v
export SDC_FILE = /design/flow/constraint.sdc
export NUM_CORES = 4
export LEC_CHECK = 1
export CORE_AREA = 10 10 70 70
export DIE_AREA = 0 0 80 80
[constraint.sdc]
current_design led_strip

set clk_period 1.5
set clk_io_pct 0.2

create_clock -name clk0 -period $clk_period

set non_clock_inputs [all_inputs -no_clocks]
set_input_delay [expr $clk_period * $clk_io_pct] -clock clk0 $non_clock_inputs
set_output_delay [expr $clk_period * $clk_io_pct] -clock clk0 [all_outputs]
==> deck_impl_summary.md <==
Run Summary

Finish
  • Top cells excl fill/tap: buf_6 (13), clkdlybuf4s50_1 (10), buf_4 (10), buf_2 (8), nand2_1 (4)
  • Register Area: 0 µm²
  • P&R area growth vs syn: 235%
  • Clock Buffer Count: 0
  • FF+latch count: 0
  • Fillcell total: 363
  • Most instantiated logic cell after routing: buf_6
  • Share of cells above drive strength 1: 0.615
  • Final Cell Area: 771 µm²
  • Non-filler instance count after layout: 124

GRT
  • GRT Overall Usage: 0.0421
  • First-pass GRT wire length: 2.21 mm
  • GRT overflow: 0
  • Initial antenna violation count: 0
  • Vias in the first global route: 460
  • Largest net degree at the start of global routing: 7

Floorplan
  • Num ports: 28
  • Total core area: 0.00342 mm²
  • Die Y: 80 µm
  • Die area: 0.00640 mm²
  • Row cnt: 21
  • Starting density of the core: 0.0674
  • Die width: 80 µm

Drt
  • DRT Wirelength: 1.45 mm
  • DRC: 0
  • Average wire per standard cell: 11.7 µm
  • TritonRoute pass-1 iters: 2
  • Remaining antenna violation count after routing: 0
  • Starting DRT DRC Count: 18
  • Vias per inst: 3.55
  • Diodes inserted: 0
  • Vias: 440

Synth
  • Xor/xnor share: 0
  • Chip Area, Yosys: 230 µm²
  • Yosys warnings: 1
  • Aoi share: 0.163
  • Seq share, synth: 0
  • Mean Syn Cell Area: 6.58 µm²
  • Dominant kind of combinational cell: simple AND/OR/NAND/NOR gates
  • Yosys cell count: 35
  • Cell Type Count: 22
  • Mux area share: 0.0870
  • Syn Inst Count: 35
  • Adder share: 0
  • Syn Std Cell Area: 230 µm²
  • And+or+nand+nor area frac: 0.685

STA
  • Hold slack: 0.903 ns
  • Highest Clock Rate: 642 MHz
  • Max_slew headroom: 0.868
  • Worst Tran Pin Value: 0.198 ns
  • Worst setup margin: -0.0570 ns
  • Final Max Slew Viols: 0
  • Finish-stage setup viols: 1
  • Fin crit period: 1.56 ns
  • Hold Fails Final Rpt: 0
  • Final critical-path share of the clock period: 1.04
  • RSZ-0062 raised after global routing: yes

Run status
  • Failing checks: negative setup slack
  • Status: finished, violations left

Pwr
  • Pwr Density: 208 mW/mm²
  • Lkg Pwr: 0.345 nW
  • Design Power: 0.160 mW
  • Cell internal pwr: 0.102 mW
  • P_sw: 0.0579 mW
  • Share of power burned in registers: 0
  • Combinational power share: 1.000
  • Clock share of power: 0
  • Switching Share: 0.361
  • VDD IR max: 0.0000407 V

Worst setup path
  • Crit path DRT: 1.20 ns
  • CP Launch Type: primary input
  • CP Capture Type: primary output
  • Crit Path Max Fanout: 2
  • CP Class: primary input to primary output
  • Crit path DAT: 1.26 ns

Flow run
  • Max-cap viol count: 0
  • Tool warnings: 35

Placement
  • Cell Count Post-Placement: 113
  • Placement Cell Area: 596 µm²
  • Final GP Congestion: 0.784
  • DPL Wire Length: 1.11 mm
  • PortBufs: 27

Clock network
  • # hold bufs at CTS: 0

Hold path
  • Min-Delay Path Class: primary input to primary output
==> critical path, cell delays in order <==
cell and delay, ns:
buf_6 0.09, or4b_4 0.55, o22ai_2 0.10, and2_1 0.13, buf_2 0.08
==> cell usage after synthesis <==
cell | n | share of area
a21o_1 | 1 | 0.033
a31oi_1 | 1 | 0.027
and2_1 | 1 | 0.027
and3_1 | 3 | 0.082
and4b_1 | 1 | 0.043
and4b_2 | 1 | 0.049
buf_6 | 1 | 0.049
clkbuf_1 | 1 | 0.016
mux2i_1 | 2 | 0.087
nand2_1 | 4 | 0.065
nand2b_1 | 2 | 0.054
nand3_1 | 1 | 0.022
nand3b_1 | 1 | 0.033
nand4_1 | 1 | 0.027
nand4bb_1 | 1 | 0.049
nor2_1 | 3 | 0.049
nor3_1 | 3 | 0.065
nor3b_1 | 1 | 0.033
o21ai_0 | 1 | 0.022
o22ai_1 | 3 | 0.082
or2_2 | 1 | 0.027
or4b_4 | 1 | 0.060
==> routing by layer <==
metal  share of wire  up-vias  wire length (µm)  global-route usage
met5               0        -                 0                   0
met4               0        0                 0                   0
met3            0.10        0               146              0.0148
met2            0.50       13               726              0.0795
met1            0.40      202               572              0.0462
li1                -      225                 -                   -
==> worst paths after layout <==
path                 start       end  cells after the start  slack (ns)
setup / recovery  cnt_i[4]  led_o[4]                      5       -0.06
hold / removal    cnt_i[2]  led_o[8]                      3        0.90
==> power groups by stage <==
| stage | Clock, mW | Sequential (mW) | Combinational (mW) |
|---|---|---|---|
| finish | 0 | 0 | 0.160 |
| global route | 0 | 0 | 0.173 |
| CTS | 0 | 0 | 0.149 |
==> metrics by stage <==
step                 util  TNS, ns  worst slack [ns]
finish              0.226  -0.0570           -0.0570
global route        0.226   -0.245            -0.101
CTS                 0.215  -0.0676           -0.0676
detailed placement  0.174    -6.98            -0.828
global placement    0.174    -6.80            -0.809
floorplan               -        0            0.0946
==> cells by family (layout without fill, tap and decap cells) <==
kind of cell	count (synthesis)	after routing
mux	2	2
simple gates	25	25
buf+inv	2	45
compound gates	6	6
==> area by class of cell <==
| class | instances | area, µm² | area share |
|---|---|---|---|
| well taps | 46 | 57.6 | 0.0747 |
| multi-input cells | 33 | 317 | 0.411 |
| repair buffers | 45 | 397 | 0.515 |
==> repair_timing <==
action	in CTS	in global routing
gates resized	77	9
setup buffers	10	2
cloned	0	0
endpoints found under the setup margin	10	9
pin swaps	17	7
Power and IR drop assume default switching activity.
