File: ./run.sh
#!/bin/bash
# OpenROAD 26Q1-2900-gdf79404cd8, Yosys 0.63+post, stock flow scripts
make -C /OpenROAD-flow-scripts/flow DESIGN_CONFIG=/design/flow/config.mk WORK_HOME=/design/flow/orfs finish
File: ./config.mk
export PLATFORM = sky130hd
export DESIGN_NAME = timer_counter
export DESIGN_NICKNAME = timer_counter
export VERILOG_FILES = /design/flow/design.v
export SDC_FILE = /design/flow/constraint.sdc
export NUM_CORES = 4
export LEC_CHECK = 1
export CORE_AREA = 10 10 70 70
export DIE_AREA = 0 0 80 80
File: ./constraint.sdc
current_design timer_counter

set clk_period 1.1
set clk_io_pct 0.2

create_clock -name clk0 -period $clk_period [get_ports {clk_i}]

set non_clock_inputs [all_inputs -no_clocks]
set_input_delay [expr $clk_period * $clk_io_pct] -clock clk0 $non_clock_inputs
set_output_delay [expr $clk_period * $clk_io_pct] -clock clk0 [all_outputs]
File: ./design.v
package datatype_package;
typedef enum logic [2:0] {
    EMPTY_MSG,
    WELCOME_MSG,
    READY_MSG,
    WIN_MSG,
    STOPWATCH_MSG
} msg_t;
typedef enum logic [2:0] {
    IDLE_S,
    WELCOME_S,
    READY_S,
    RUN_S,
    SHOOT_S,
    WIN_S,
    SCORE_S
} game_state_t;
typedef enum logic [6:0] {
    SEG_OFF     = 7'b1111111,
    SEG_0       = 7'b1000000,
    SEG_1       = 7'b1111001,
    SEG_2       = 7'b0100100,
    SEG_3       = 7'b0110000,
    SEG_4       = 7'b0011001,
    SEG_5       = 7'b0010010,
    SEG_6       = 7'b0000010,
    SEG_7       = 7'b1111000,
    SEG_8       = 7'b0000000,
    SEG_9       = 7'b0010000,
    SEG_G       = 7'b1000010,
    SEG_U       = 7'b1000001,
    SEG_P       = 7'b0001100,
    SEG_E       = 7'b0000110,
    SEG_R       = 7'b0101111,
    SEG_A       = 7'b0001000,
    SEG_T       = 7'b0000111,
    SEG_DASH    = 7'b0111111
} seg_symbol_t;
endpackage:datatype_package
module timer_counter #(
    parameter TICKS_COUNT_TO_RESET = 10
)(
    input   logic                                   clk_i,
    input   logic                                   en_i,
    input   logic                                   res_i,
    output  logic[($clog2(TICKS_COUNT_TO_RESET)):0] cnt_o,
    output  logic                                   c_stb_o
);
logic[($clog2(TICKS_COUNT_TO_RESET)):0] delay;
localparam CNT_W   = $clog2(TICKS_COUNT_TO_RESET);
localparam CNT_MAX = TICKS_COUNT_TO_RESET - 1;
always_ff @(posedge clk_i) begin
    if (res_i) begin
        cnt_o <= '0;
    end else begin
        delay <= cnt_o;
        if(en_i) begin
            if (cnt_o == CNT_MAX) begin
                cnt_o <= '0;
            end else begin
                cnt_o <= (CNT_W)'(cnt_o + 1);
            end
        end
    end
end
always_comb begin
    c_stb_o = en_i && (delay == CNT_MAX);
end
endmodule: timer_counter
==> impl_metrics.py <==
# Physical implementation metrics
metrics = {
    "worst_setup_path": {
        "worstSetupPathType": "reg -> out",
        "crit_path_max_incr_delay_ns": 0.34,
        "crit_buf_inv": 1,
        "cp_slowest_cell": "edfxtp_1",
        "worst_ep_arrival_time_ns": 1.04,
        "worstPathRequired_ns": 0.88,
        "worstPathCellList": "nand3b_1 -> nor3b_2 -> buf_2",
        "cpLargestDelayFamily": "flip-flops",
        "crit_fanout": 1,
        "end_kind": "output pin",
        "start_kind": "register",
    },
    "finish": {
        "lay_top_cells": "8 x buf_4, 5 x dlygate4sd2_1, 4 x edfxtp_1",
        "logic_area_um2": 124,
        "seqCellArea_um2": 208,
        "drive_gt1_share_pct": 47.8,
        "lay_top_count": "buf_4",
        "fillers": 392,
        "fin_area_um2": 553,
        "area_growth_pct": 69.3,
    },
    "sta": {
        "period_needed_ns": 1.26,
        "slew_viol_final": 0,
        "finClkSkew_ns": 0.00491,
        "max_freq_mhz": 794,
        "hold_viol": 0,
        "timing.hold.ws_ns": 0.438,
        "postLayoutSetupSlackWorst_ns": -0.159,
        "rsz0062_at_grt": "yes",
        "setup_viol": 1,
        "finalCritPeriodShare_pct": 114,
    },
    "floorplanning": {
        "die_x_um": 80,
        "chip_area_um2": 6400,
        "io_pins": 9,
        "rows": 21,
        "dieHeight_um": 80,
        "initial_utilization_pct": 9.56,
        "core-area_um2": 3420,
    },
    "logic_synthesis": {
        "ys_seq_share_pct": 61.3,
        "yosys_warnings": 1,
        "edf_count": 4,
        "ys_cells": 27,
        "synth_cells": 27,
        "synth.avg_cell_area_um2": 12.1,
        "synth.distinct_cells": 15,
        "xor_share_pct": 5.36,
        "compound_area_share_pct": 10.7,
        "ys_top_logic_family": "simple AND/OR/NAND/NOR gates",
        "synthesis.area_um2": 327,
        "synth-main-ff-cell": "edfxtp_1",
        "synthArstFlopShare_pct": 0,
        "simple_gate_share_pct": 13.4,
        "ys_sh_adder_pct": 0,
        "mux_share_pct": 3.45,
        "synth.ff_latch_count": 8,
        "yosys_area_um2": 327,
    },
    "clock_network": {
        "clkSlewWorstSetupHoldPaths_ns": 0.06,
        "root_buffer": "clkbuf_4",
        "cts_tree": "built",
        "clock_path_buffers": 2,
        "cts.htree.levels": 1,
        "insertion_delay_ns": 0.25,
        "cts.sinks": 8,
        "cts_inserted_buffers": 3,
    },
    "global_routing": {
        "grt_overflow": 0,
        "grt_pass1_wl_mm": 1.13,
        "grt_pass1_vias": 251,
        "antenna_found_initial": 0,
        "grt_max_degree": 6,
        "grt_usage_pct": 2.26,
    },
    "drt": {
        "vias": 258,
        "ant_nets": 0,
        "n_antenna_cell": 0,
        "drt_pass1_iterations": 4,
        "drc_errors": 0,
        "drt_wl_total_um": 709,
        "wl_per_cell_um": 7.71,
        "drtIter0Drc": 3,
        "vias_per_cell": 2.80,
    },
    "placement": {
        "dpl_cell_area_um2": 507,
        "gp_congestion": 0.810,
        "port_buffers": 7,
        "hpwl_um": 537,
    },
    "power_and_ir_drop": {
        "p_total_uw": 653,
        "p_leak_uw": 0.000225,
        "power.density_nw_per_um2": 1180,
        "vdd.ir_drop.worst_v": 0.000598,
    },
    "run_status": {
        "status": "finished with violations",
        "violations": "negative setup slack",
    },
    "job": {
        "cap_viol_max_count": 0,
        "warnings": 27,
    },
    "min_path": {
        "hold_class": "reg -> reg",
    },
}
-- layer usage --
| metal | global-route usage [%] | routed length, µm |
|---|---|---|
| met5 | 0 | 0 |
| met4 | 0.528 | 0 |
| met3 | 1.59 | 77 |
| met2 | 3.45 | 323 |
| met1 | 2.52 | 308 |
-- metrics by stage --
stage | setup WS (ns) | cells | utilization, % | TNS, ns
global placement | -0.700 | 87 | 14.8 | -1.57
finish | -0.159 | 92 | 16.2 | -0.159
detailed placement | -0.653 | 87 | 14.8 | -1.58
floorplan | 0.100 | 27 | - | 0
CTS | -0.201 | 92 | 16.0 | -0.201
global route | -0.269 | 92 | 16.2 | -0.269
-- cell type report --
cell class	count	share of cell area, %
repair buffers	16	23.5
well taps	46	10.4
clock buffers	4	4.75
multi-input cells	16	22.4
inverters	2	1.36
flip-flops and latches	8	37.6
-- where the power goes --
group          switching, µW  total, µW  leakage, µW  internal [µW]
Clock                   98.4        237    0.0000150            139
Combinational           29.1       75.7     0.000134           46.5
Sequential              9.52        340    0.0000758            331
-- synthesized netlist by cell type, types with 2 or more instances --
cell type / count / share of area [%]
edfxtp_1: 4 / 37
xnor2_1: 2 / 5.4
a21oi_1: 2 / 3.1
nor2_1: 2 / 2.3
dfxtp_1: 4 / 25
nand2_1: 3 / 3.4
inv_1: 2 / 2.3
-- registers in the layout, summed over array words and instances (netlist names) --
register	count
cnt_o	4
delay	4
-- final timing paths --
kind,from,endpoint,slack [ns],depth (start not counted)
setup / recovery,delay[1]$_DFFE_PN_,c_stb_o,-0.16,3
hold / removal,cnt_o[2]$_SDFFE_PP0P_,delay[2]$_DFFE_PN_,0.44,0
setup reg to reg,cnt_o[1]$_SDFFE_PP0P_,cnt_o[3]$_SDFFE_PP0P_,0.08,3
hold reg to reg,cnt_o[2]$_SDFFE_PP0P_,delay[2]$_DFFE_PN_,0.44,0
-- what timing repair did --
action                     4_1_cts  5_1_grt
setup endpoints to repair        7        3
gates resized                   15        2
pin swaps                        2        1
buffers inserted                 3        0
hold buffers                     0        0
-- cell families after synthesis --
group	Yosys count
xor gates and xnor gates	2
other	1
and+or+nand+nor	8
DFF	8
muxes	1
AOI/OAI and AO/OA	4
buffers and inverters	3
Power and IR drop assume default switching activity.
