<file path="./design.v">
package datatype_package;
typedef enum logic [2:0] {
    EMPTY_MSG,
    WELCOME_MSG,
    READY_MSG,
    WIN_MSG,
    STOPWATCH_MSG
} msg_t;
typedef enum logic [2:0] {
    IDLE_S,
    WELCOME_S,
    READY_S,
    RUN_S,
    SHOOT_S,
    WIN_S,
    SCORE_S
} game_state_t;
typedef enum logic [6:0] {
    SEG_OFF     = 7'b1111111,
    SEG_0       = 7'b1000000,
    SEG_1       = 7'b1111001,
    SEG_2       = 7'b0100100,
    SEG_3       = 7'b0110000,
    SEG_4       = 7'b0011001,
    SEG_5       = 7'b0010010,
    SEG_6       = 7'b0000010,
    SEG_7       = 7'b1111000,
    SEG_8       = 7'b0000000,
    SEG_9       = 7'b0010000,
    SEG_G       = 7'b1000010,
    SEG_U       = 7'b1000001,
    SEG_P       = 7'b0001100,
    SEG_E       = 7'b0000110,
    SEG_R       = 7'b0101111,
    SEG_A       = 7'b0001000,
    SEG_T       = 7'b0000111,
    SEG_DASH    = 7'b0111111
} seg_symbol_t;
endpackage:datatype_package
module debouncer #(
    parameter           DB_CNT_HW_TICKS = 1048576    
) (
    input   logic       clk_i,
    input   logic       s_rst_i,
    input   logic       pin_i,                       
    output  logic       pin_state_o                  
);
localparam  DB_CNT_W    = $clog2(DB_CNT_HW_TICKS);
localparam  DB_CNT_MAX  = DB_CNT_HW_TICKS - 1;
logic [2:0]  pin_d;                                  
always_ff @(posedge clk_i) begin
    pin_d[0] <= pin_i;
    pin_d[1] <= pin_d[0];
    pin_d[2] <= pin_d[1];
end
logic [DB_CNT_W-1:0]    db_counter;
logic                   pin_differ;
logic                   db_counter_max;
assign db_counter_max = (db_counter == DB_CNT_MAX);
assign pin_differ = pin_d[2] ^ pin_d[1];             
always_ff @(posedge clk_i) begin
    if (s_rst_i) begin
        db_counter <= '0;
    end else begin
        if (db_counter_max || pin_differ) begin
            db_counter <= '0;
        end else begin
            db_counter <= db_counter + (DB_CNT_W)'(1);
        end
    end
end
always_ff @(posedge clk_i) begin
    if (s_rst_i) begin
        pin_state_o <= 1'b0;
    end else begin
        if (db_counter_max) begin
            pin_state_o <= pin_d[2];
        end
    end
end
endmodule: debouncer
</file>
<file path="./run.sh">
#!/bin/bash
# OpenROAD 26Q1-2900-gdf79404cd8, Yosys 0.63+post, stock flow scripts
make -C /OpenROAD-flow-scripts/flow DESIGN_CONFIG=/design/flow/config.mk WORK_HOME=/design/flow/orfs finish
</file>
<file path="./config.mk">
export PLATFORM = sky130hd
export DESIGN_NAME = debouncer
export DESIGN_NICKNAME = debouncer
export VERILOG_FILES = /design/flow/design.v
export SDC_FILE = /design/flow/constraint.sdc
export NUM_CORES = 4
export LEC_CHECK = 1
export CORE_AREA = 10 10 89 89
export DIE_AREA = 0 0 99 99
</file>
<file path="./constraint.sdc">
current_design debouncer

set clk_period 2.9
set clk_io_pct 0.2

create_clock -name clk0 -period $clk_period [get_ports {clk_i}]

set non_clock_inputs [all_inputs -no_clocks]
set_input_delay [expr $clk_period * $clk_io_pct] -clock clk0 $non_clock_inputs
set_output_delay [expr $clk_period * $clk_io_pct] -clock clk0 [all_outputs]
</file>
==> CHANGELOG.md <==
## Flow update

* Tally of buffers added on design ports at 3
* CTS HTree Levels at 1
* Fin. Hold Viols at 0
* Overall die area at 9801 um2
* Tool warnings at 25
* Sequential fraction of the synthesis area at 48.12%
* Areal power density over the cells at 495.0 nW/um2
* Peak supply drop at 0.3253 mV
* Total area of multi-input combinational cells at 485.5 um2
* Clock tree from TritonCTS: yes
* Global-route usage over all layers at 3.244%
* Core Density at Floorplan at 16.67%
* Synth Instances at 108
* Avg Inst Size Synth at 9.245 um2
* Number of inserted filler cells in the final layout at 654
* Number of warnings issued by yosys at 1
* Detailed Routing Iterations Pass 1 at 2
* Maximum clock frequency at 529.3 MHz
* Horizontal die dimension at 99 um
* Weighted congestion reported at the end of routability-driven placement at 0.7397
* Max_slew headroom at 51.27%
* Kind of critical path: flip-flop to flip-flop
* Vias in the first global route at 676
* Clock Latency Late Sink at 0.26 ns
* Outcome: finished clean
* Routed vias/inst at 3.914
* Top cells excl fill/tap: 24 x dfxtp_1, 12 x nor2_1, 9 x o21ai_0, 9 x or3_1, 9 x a21oi_1
* Detail-routed net length per standard cell at 8.128 um
* Count of final max-slew check failures at 0
* Layout cells sized above 1 at 6.250%
* Non-Filler Instances at 187
* Area occupied by registers at 480.5 um2
* Slowest cell on the critical path: o21bai_2
* Count of pins on the block boundary at 4
* Hold_buf cts at 0
* Depth of the worst register-to-register path at 4
* Worst-path clk slew at 0.08 ns
* Number of antenna violations at the first check in global routing at 0
* Arrival time reported for the critical path endpoint at 2.01 ns
* Data required time at the worst endpoint at 3.02 ns
* Max_cap viols at 0
* First-pass GRT wire length at 2877 um
* Chip Height at 99 um
* Crit end category: flip-flop
* Minimum clock period at 1.889 ns
* Global-route congestion overflow total at 0
* Post-synth design cell area at 998.5 um2
* Count of endpoints failing setup in the final report at 0
* CORE AREA at 5991 um2
* Number of cells after detailed placement at 183
* Crit share post-route at 65.15%
* Number of buffers added by the clock tree synthesis step at 3
* Unrepaired setup endpoints after global routing: no
* Number of design rule violations left after detail routing at 0
* CP Max Fanout at 18
* Number of design-rule violations left by the first detailed-router iteration at 27
* Area added between synthesis and finish at 15.79%
* Top cell excl fill/tap: dfxtp_1
* Pin count of the biggest net entering global routing at 19
* Number of vias after detailed routing at 732
* Total cell area reported by yosys after synthesis at 998.5 um2
* HPWL after detailed placement at 1077 um
* Hold Path Depth at 0
* Sort of element at the start of the critical path: flip-flop
* Post-CTS repair timing setup buffer count at 0
* Number of cells upsized or downsized after cts at 0
* Total wirelength of the detailed-routed design at 1520 um
* Transition time at the pin with the least slew margin at 0.7305 ns
* Post-route antenna net violation count at 0
* Maximum buffer depth of the clock tree at 2
* ANT cells at 0
* Sum of negative setup slack at 0 ns
* Cell count listed in synth_stat.txt at 108
* Tightest Hold Check Type: flip-flop to flip-flop
* Post-synthesis cell type count at 22
* Worst clock skew on the final layout at 0.003767 ns
* Count of clock tree sinks at 24
* CTS root buf: clkbuf_8
* Leakage power of the design at 0.0003753 uW
* Share of the core filled with cells in the final layout at 19.30%
* Flip-flop and latch count after synthesis at 24
* Largest stage delay, worst path at 0.64 ns
* Total number of placement rows at 28
* Sequence of cells on the critical path: and4_1 -> nand4_4 -> o21bai_2 -> nor2_1
## worst max-delay path: cells and delay by family, from the launching register on
family | cells | cell delay (ns)
AND/OR/NAND/NOR | 3 | 0.71
AND-OR/OR-AND | 1 | 0.64
flip-flops | 1 | 0.40
## final timing paths
| path | from | end | slack (ns) |
|---|---|---|---|
| setup / recovery | db_counter[2]$_SDFF_PP0_ | db_counter[2]$_SDFF_PP0_ | 1.01 |
| hold / removal | pin_d[0]$_DFF_P_ | pin_d[1]$_DFF_P_ | 0.33 |
| setup reg to reg | db_counter[2]$_SDFF_PP0_ | db_counter[2]$_SDFF_PP0_ | 1.01 |
| hold reg to reg | pin_d[0]$_DFF_P_ | pin_d[1]$_DFF_P_ | 0.33 |
## power by group
part           internal [uW]  switching (uW)
registers                333            2.17
clock network            121             100
logic                   6.44            9.35
## routing by layer
layer	track usage [%]	share of wire, %	up-vias
met5	0	0	-
met4	0.4410	0	0
met3	0.6342	2.0	0
met2	5.461	48	2
met1	4.285	50	345
li1	-	-	385
## registers in the layout, indices dropped and copies added (netlist names)
register     flops
pin_state_o      1
db_counter      20
pin_d            3
## metrics by stage
stage                     hold slack, ns  power [uW]  area, um2  worst slack, ns
after floorplan                   0.3096       354.2      998.5            1.416
after global placement            0.3096       359.5       1101            1.031
after detailed placement          0.3132       359.7       1101           0.9794
after CTS                         0.3333       580.8       1156           0.9761
after global routing              0.3447       595.6       1156           0.8012
final                             0.3305       572.3       1156            1.011
## kinds of logic (layout without fill, tap and decap cells)
| family | Yosys count | in the layout | share of synthesized area, % |
|---|---|---|---|
| compound gates | 19 | 19 | 10.15 |
| xor+xnor | 11 | 11 | 9.650 |
| fa+ha+maj | 1 | 1 | 1.253 |
| buf+inv | 6 | 10 | 3.257 |
| flops | 24 | 24 | 48.12 |
| simple gates | 47 | 47 | 27.57 |
## cell usage after synthesis (all sizes together)
library cell,n,area (um2)
a21oi,9,45.04
and2,2,12.51
and3,1,6.260
and4,4,35.03
buf,2,16.26
clkbuf,1,5.000
dfxtp,24,480.5
ha,1,12.51
inv,3,11.26
nand2,4,15.01
nand2b,1,6.260
nand3,8,40.04
nand4,6,58.80
nor2,12,45.04
o21ai,9,45.04
o21bai,1,11.26
or3,9,56.30
xnor2,3,26.28
xor2,8,70.07
## cell type report
cell class	count	area share, %
multi-input combinational	78	41.99
sequential	24	41.56
tap	75	8.117
clock buffer	4	4.762
timing repair buffer	3	2.597
inverter	3	0.9740
Power figures rest on the tool's default switching activity, not on a simulated workload.
